`design/flow/run.sh`:
```
#!/bin/bash
# OpenROAD 26Q1-2900-gdf79404cd8, Yosys 0.63+post, stock flow scripts
make -C /OpenROAD-flow-scripts/flow DESIGN_CONFIG=/design/flow/config.mk WORK_HOME=/design/flow/orfs finish
```
`design/flow/config.mk`:
```
export PLATFORM = sky130hd
export DESIGN_NAME = Instruction_Memory
export DESIGN_NICKNAME = Instruction_Memory
export VERILOG_FILES = /design/flow/design.v
export SDC_FILE = /design/flow/constraint.sdc
export NUM_CORES = 4
export LEC_CHECK = 1
export CORE_AREA = 10 10 82 82
export DIE_AREA = 0 0 92 92
```
`design/flow/constraint.sdc`:
```
current_design Instruction_Memory

set clk_period 3.4
set clk_io_pct 0.2

create_clock -name clk0 -period $clk_period

set non_clock_inputs [all_inputs -no_clocks]
set_input_delay [expr $clk_period * $clk_io_pct] -clock clk0 $non_clock_inputs
set_output_delay [expr $clk_period * $clk_io_pct] -clock clk0 [all_outputs]
```
`design/flow/design.v`:
```
`timescale 1ns / 1ps 
module Instruction_Memory( 
    input [31:0] PC, 
    input reset, 
    output [31:0] Instruction_Code
    ); 
    reg [7:0] Mem [35:0];  
assign Instruction_Code = {Mem[PC], Mem[PC+1],Mem[PC+2],Mem[PC+3]};  
always @(reset) begin 
if (reset ==1)  
begin 
    Mem[0]=8'hFC; Mem[1]=8'h22; Mem[2]=8'h18; Mem[3]=8'h21; 
    Mem[4]= 8'h1C; Mem[5]=8'h21; Mem[6]=8'h00; Mem[7]= 8'h02;
    Mem[8]= 8'h1C; Mem[9]=8'h43; Mem[10]=8'h00; Mem[11]= 8'h02;
    Mem[12]= 8'h78; Mem[13]=8'h23; Mem[14]=8'h00; Mem[15]= 8'h01;
    Mem[16]= 8'h00; Mem[17]=8'h00; Mem[18]=8'h00; Mem[19]= 8'h00;
    Mem[20]= 8'h00; Mem[21]=8'h00; Mem[22]=8'h00; Mem[23]= 8'h00;
    Mem[24]= 8'h00; Mem[25]=8'h00; Mem[26]=8'h00; Mem[27]= 8'h00;
    Mem[28]= 8'h00; Mem[29]=8'h00; Mem[30]=8'h00; Mem[31]= 8'h00;
    Mem[32]= 8'hAC; Mem[33]=8'h02; Mem[34]=8'h00; Mem[35]= 8'h04;
    end 
end 
endmodule
```
==> results_dict.tcl <==
# collected from the flow reports
set metrics [dict create \
    hold_path_depth 5 \
    syn2layout_area_growth_pct 84.16 \
    antenna_found_initial 0 \
    timing.fmax_mhz 297.2 \
    num_antenna_cells 0 \
    dr.pass1.iters 4 \
    p_clk_share_pct 0 \
    vias 2134 \
    finalNonFillerCells 408 \
    grt_max_degree 24 \
    gr-total-overflow 0 \
    fin_crit_sh_pct 98.96 \
    slew_viol_final 0 \
    routed_wl_um 5914 \
    flops 0 \
    die_x_um 92 \
    rsz0062_at_grt "yes" \
    max_cap_violations 0 \
    port_buffers 38 \
    synth_area_um2 1509 \
    p_int_w 0.0002642 \
    gp_congestion 0.9336 \
    seqPwrFrac_pct 0 \
    postRouteAntennaNets 0 \
    ys_cells 231 \
    criticalPathCategory "in2out" \
    fin_crit_ns 3.365 \
    place_hpwl_um 4272 \
    warnings 63 \
    cellPowerDensity_nw_per_um2 164.8 \
    peakVddDrop_uv 85.91 \
    hold_ws_ns 2.035 \
    grt_pass1_wl_um 10140 \
    synth_seq_share_pct 0 \
    endpoint_kind "primary output" \
    grt_pass1_vias 2024 \
    worst_pin_slew_ns 0.3396 \
    p_sw_w 0.0001937 \
    hold_violations 0 \
    cp-start-kind "input port" \
    fp_util_pct 29.73 \
    post-place-cells 393 \
    wl_per_cell_um 14.50 \
    worst_ep_arrival_time_ns 2.68 \
    slew_headroom_pct 77.17 \
    finalSetupViolations 0 \
    status "finished clean" \
    drc_errors 0 \
    core_um2 5075 \
    yosys-stat-area_um2 1509 \
    worstHoldPathType "in2out" \
    combPwrFrac_pct 100.0 \
    ioPinCount 65 \
    cp_data_required_time_ns 2.72 \
    clock_buffers 0 \
    grt_util_all_layers_pct 13.66 \
    syn_area_per_cell_um2 6.532 \
    cp_max_fo 5 \
    switching_share_pct 42.31 \
    drtIter0Drc 195 \
    postSynthCellCount 231 \
    dieArea_um2 8464 \
    drive_gt1_share_pct 42.01 \
    cts-hold-fix-buffers 0 \
    dieHeight_um 92 \
    total_power_w 0.0004579 \
    synth_warnings 2 \
    power_leakage_nw 1.192 \
    drt-vias-per-instance 5.230 \
    std_cell_rows 26 \
    flop_area_um2 0 \
    synth_cell_types 67 \
]
metal layers:
metal	global-route usage, %	up-vias	routed length [µm]
met5	0	-	0
met4	1.157	0	29
met3	1.318	3	266
met2	22.35	54	2754
met1	19.64	1004	2864
li1	-	1073	-
cells by family after synthesis:
| kind of cell | share of synthesized area, % |
|---|---|
| AOI/OAI and AO/OA | 40.80 |
| xor gates and xnor gates | 10.28 |
| adders and majority gates | 2.488 |
| buffers and inverters | 10.95 |
| muxes | 2.819 |
| and+or+nand+nor | 32.67 |
layout make-up:
type / count / area (µm²)
Fill cell: 485 / 2296
Inverter: 5 / 18.77
Multi-Input combinational cell: 200 / 1516
Tap cell: 70 / 87.58
Timing Repair Buffer: 133 / 1156
path summary, 6_finish.rpt:
kind / start / end
setup / recovery: PC[2] / Instruction_Code[13]
hold / removal: PC[1] / Instruction_Code[2]
power by group through the flow:
stage	Sequential [W]	Clock, W	Combinational [W]
CTS	0	0	0.000428
global route	0	0	0.000500
finish	0	0	0.000458
synth_stat cells (4+ instances only):
| cell type | instances | area share (%) |
|---|---|---|
| a21oi_1 | 18 | 6.0 |
| xnor2_1 | 11 | 6.4 |
| buf_1 | 7 | 1.7 |
| a21o_1 | 4 | 2.0 |
| nor3_1 | 9 | 3.0 |
| buf_6 | 4 | 3.0 |
| nand3_1 | 5 | 1.7 |
| o21ai_0 | 10 | 3.3 |
| nand2_1 | 26 | 6.5 |
| nor2_1 | 21 | 5.2 |
| clkbuf_1 | 6 | 1.5 |
| inv_1 | 5 | 1.2 |
| buf_2 | 6 | 2.0 |
| nor2b_1 | 4 | 1.7 |
| nand2b_1 | 7 | 2.9 |
| o22ai_1 | 5 | 2.1 |
through the flow:
step	util, %	cell area [µm²]	TNS (ns)	worst slack, ns
global route	54.76	2779	-0.1731	-0.05917
finish	54.76	2779	0	0.03550
CTS	51.58	2618	-0.01624	-0.01624
floorplan	-	1509	0	0.1483
detailed placement	48.15	2444	-14.62	-0.7431
global placement	48.15	2444	-14.16	-0.7148
what timing repair did:
action	4_1_cts	5_1_grt
buffers inserted	4	10
gates resized	61	29
gates cloned	1	0
endpoints found under the setup margin	31	17
pin swaps	17	11
worst max-delay path: stages:
cell and delay, ns:
buf_6 0.11, buf_6 0.12, ha_4 0.17, a21o_1 0.18
a221oi_4 0.34, buf_6 0.17, and2_4 0.16, a21oi_2 0.07
o21ai_4 0.19, nand3_1 0.09, clkdlybuf4s50_1 0.41
layout by cell type, fill, tap and decap left out, types with 3 or more instances in the layout:
cell	n
buf_6	11
and3_1	3
nor3_1	9
dlymetal6s2s_1	3
a21oi_1	16
ha_4	3
clkdlybuf4s15_1	3
a21o_1	4
xor2_2	3
buf_4	83
nor2b_1	4
nand2b_1	6
inv_1	4
nand3_1	4
o21ai_0	10
nor2_1	18
clkdlybuf4s50_1	21
xnor2_1	10
o21a_1	3
o211ai_1	3
o22ai_1	5
nand2_1	24
dlygate4sd2_1	5
or2_1	3
a211oi_1	3
No activity file was given, so power comes from the tool's default toggle rates.
