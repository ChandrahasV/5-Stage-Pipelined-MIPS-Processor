===== run.sh =====
#!/bin/bash
# OpenROAD 26Q1-2900-gdf79404cd8, Yosys 0.63+post, stock flow scripts
make -C /OpenROAD-flow-scripts/flow DESIGN_CONFIG=/design/flow/config.mk WORK_HOME=/design/flow/orfs finish

===== config.mk =====
export PLATFORM = sky130hd
export DESIGN_NAME = Register_file
export DESIGN_NICKNAME = Register_file
export VERILOG_FILES = /design/flow/design.v
export SDC_FILE = /design/flow/constraint.sdc
export NUM_CORES = 4
export LEC_CHECK = 1
export CORE_UTILIZATION = 30

===== constraint.sdc =====
current_design Register_file

set clk_period 10.5
set clk_io_pct 0.2

create_clock -name clk0 -period $clk_period [get_ports {clk}]

set non_clock_inputs [all_inputs -no_clocks]
set_input_delay [expr $clk_period * $clk_io_pct] -clock clk0 $non_clock_inputs
set_output_delay [expr $clk_period * $clk_io_pct] -clock clk0 [all_outputs]

===== design.v =====
`timescale 1ns /1ps
module Register_file(
    input Write_Enable,
    input clk,
    input reset,
    input [4:0] Read_Reg_Num_1,
    input [4:0] Read_Reg_Num_2,
    input [4:0] Write_Reg_Num,
    input [31:0] Write_Data,
    output [31:0] Read_Data_1,
    output [31:0] Read_Data_2
    );
    reg [31:0] Reg_Memory[31:0];
    always@(posedge clk,posedge  reset) begin
        if(reset) begin
        Reg_Memory[0] <= 32'd0; 
        Reg_Memory[1] <= 32'd2; 
        Reg_Memory[2] <= 32'd3; 
        Reg_Memory[3] <= 32'b0; 
        Reg_Memory[4] <= 32'b0;
        Reg_Memory[5] <= 32'b0; 
        Reg_Memory[6] <= 32'b0;
        Reg_Memory[7] <= 32'b0;
        Reg_Memory[8] <= 32'b0; 
        Reg_Memory[9] <= 32'b0; 
        Reg_Memory[10] <= 32'b0; 
        Reg_Memory[11] <= 32'b0; 
        Reg_Memory[12] <= 32'b0; 
        Reg_Memory[13] <= 32'b0; 
        Reg_Memory[14] <= 32'b0; 
        Reg_Memory[15] <= 32'b0; 
        Reg_Memory[16] <= 32'b0; 
        Reg_Memory[17] <= 32'b0; 
        Reg_Memory[18] <= 32'b0; 
        Reg_Memory[19] <= 32'b0; 
        Reg_Memory[20] <= 32'b0; 
        Reg_Memory[21] <= 32'b0; 
        Reg_Memory[22] <= 32'b0; 
        Reg_Memory[23] <= 32'b0; 
        Reg_Memory[24] <= 32'b0; 
        Reg_Memory[25] <= 32'b0; 
        Reg_Memory[26] <= 32'b0; 
        Reg_Memory[27] <= 32'b0; 
        Reg_Memory[28] <= 32'b0; 
        Reg_Memory[29] <= 32'b0; 
        Reg_Memory[30] <= 32'b0;
        Reg_Memory[31] <= 32'b0; 
        end
        else begin
            if(Write_Enable) begin
                Reg_Memory[Write_Reg_Num] <= Write_Data;
            end
        end
    end
    assign Read_Data_1 = ((Write_Enable && (Write_Reg_Num == Read_Reg_Num_1)) && (Write_Reg_Num != 0)) ? Write_Data : Reg_Memory[Read_Reg_Num_1];
    assign Read_Data_2 = ((Write_Enable && (Write_Reg_Num == Read_Reg_Num_2)) && (Write_Reg_Num != 0)) ? Write_Data : Reg_Memory[Read_Reg_Num_2];
endmodule

==> results.sh <==
# source this file to load flow results
export IMPL_cts_tree="yes"
export IMPL_ys_cells=4340
export IMPL_num_rows=152
export IMPL_largest_reg_flops=1024
export IMPL_p_per_area_nw_per_um2=191
export IMPL_grt_max_degree=122
export IMPL_yosysTopAreaCellShare_pct=49.4
export IMPL_cts_root_buffer="clkbuf_16"
export IMPL_grtUsageTotal_pct=33.1
export IMPL_drt_antenna_violating_nets=0
export IMPL_drt_iter0_markers=6394
export IMPL_yosys_stat_seqShare_pct=49.5
export IMPL_drt_drc_violations_left=0
export IMPL_slew_violations=2
export IMPL_fin_worst_skew_ns=0
export IMPL_outcome="complete, but fails checks"
export IMPL_yosysUniqueCellTypes=62
export IMPL_critPathLaunchType="input port"
export IMPL_layout_setup_ws_ns=1.60
export IMPL_io_pins=114
export IMPL_drive_above_1_share_pct=34.7
export IMPL_globalRouteOverflowTotal=0
export IMPL_ff2ff_setup_slack_ns=9.59
export IMPL_cts_setup_buffers=0
export IMPL_cts_sinks=1024
export IMPL_peakVddDrop_mv=0.132
export IMPL_r2r_start="Reg_Memory[17][28]"
export IMPL_rr_worst_depth=1
export IMPL_ys_warn_count=2
export IMPL_grt_pass1_wl_um=383000
export IMPL_whs_endpoint="Reg_Memory[4][31]"
export IMPL_hold_viol_final=0
export IMPL_fp_utilization_pct=30.2
export IMPL_drt_first_pass_iters=11
export IMPL_failed_checks="max-capacitance violations, max-slew violations"
export IMPL_crit_required_ns=8.40
export IMPL_cts_max_level=3
export IMPL_nFillCells=16519
export IMPL_syn_inst=4340
export IMPL_insertion_delay_ns=0.76
export IMPL_period_used_pct=84.7
export IMPL_period_needed_ns=8.90
export IMPL_dp_hpwl_um=174000
export IMPL_end_kind="output pin"
export IMPL_fmax_mhz=112
export IMPL_synth_avg_cell_area_um2=11.9
export IMPL_critical_path_class="input port to output pin"
export IMPL_fin_area_um2=60300
export IMPL_antenna_found_initial=10
export IMPL_drt_wl_total_um=282000
export IMPL_path_clk_slew_ns=0.06
export IMPL_post_cts_resized=0
export IMPL_die_w_um=417
export IMPL_avgRoutedWirePerCell_um=41.6
export IMPL_dp_slack_ns=1.95
export IMPL_drv_cap=1
export IMPL_tool_warnings=47
export IMPL_top_regs="Reg_Memory (1024)"
export IMPL_p_leak_nw=25.2
export IMPL_synth_area_um2=51700
export IMPL_worstPathMaxFanout=32
export IMPL_yosysChipArea_um2=51700
export IMPL_top_register="Reg_Memory"
export IMPL_ctsHoldBuffers=0
export IMPL_hp_start="Reg_Memory[4][31]"
export IMPL_placed_cell_area_um2=56300
export IMPL_flop_cell="dfrtp_1"
export IMPL_cts_buffers=112
export IMPL_hold_path_depth=1
export IMPL_slew_headroom_pct=-1.12
export IMPL_area_growth_pct=16.5
export IMPL_edf_count=0
export IMPL_finalSetupViolCount=0
export IMPL_die_y_um=417
export IMPL_synth_area_leader_cell="dfrtp_1"
export IMPL_ys_ff=1024
export IMPL_routed_via_density=6.72
export IMPL_min_path_type="flip-flop to flip-flop"
export IMPL_yosys_top_cells_area="dfrtp_1 (49%), mux2_2 (22%), a22oi_1 (7.2%)"
export IMPL_tns_ns=0
export IMPL_async_flop_share_pct=100
export IMPL_power_mw=11.5
export IMPL_rsz0062_at_grt="false"
export IMPL_tightest_slew_ns=1.50
export IMPL_place_gp_congestion=1.09
export IMPL_coreArea_um2=171000
export IMPL_clk_path_buf_depth=3
export IMPL_num_vias=45659
export IMPL_cp_arrival_ns=6.80
export IMPL_reg2reg_to="Reg_Memory[17][28]"
export IMPL_die_area_um2=174000
export IMPL_numPortBuffers=113
export IMPL_holdWs_ns=0.515
export IMPL_grt_pass1_vias=44509
## logic make-up after synthesis
group                  Yosys count  synth area share [%]
AND-OR/OR-AND                 1094                  16.2
XOR/XNOR                         8                 0.135
AND/OR/NAND/NOR                690                  6.89
multiplexers                  1080                  23.4
flip-flops                    1024                  49.5
buffers and inverters          444                  3.83
## per-stage QoR
step	utilization (%)	std cells
6_report	35.2	6796
4_1_cts	35.1	6781
2_1_floorplan	-	4340
3_3_place_gp	32.8	6572
5_1_grt	35.1	6782
3_5_place_dp	32.8	6572
## critical path, stage by stage
cell	delay, ns
clkdlybuf4s50_1	0.45
buf_4	0.39
or3b_1	0.57
nor2_4	0.72
buf_4	0.70
a221oi_1	0.18
nand3_1	0.14
nor4_1	0.07
o31ai_1	0.76
clkdlybuf4s50_1	0.61
## layout make-up
class	count	area, µm²	share of cell area [%]
Clock inverter	48	656	1.09
Inverter	10	41.3	0.0685
Antenna cell	15	37.5	0.0623
Timing Repair Buffer	356	3010	5.00
Clock buffer	161	3280	5.44
Sequential cell	1024	25600	42.5
Tap cell	2310	2890	4.80
Multi-Input combinational cell	2872	24700	41.0
## layer usage
layer / vias up / wire [µm] / track usage [%]
met5: - / 307 / 1.28
li1: 16942 / - / -
met2: 4185 / 114000 / 44.6
met4: 17 / 24800 / 21.3
met1: 23026 / 98500 / 39.7
met3: 1489 / 44800 / 20.0
## power by group
| part | switching, mW | total [mW] | internal, mW |
|---|---|---|---|
| sequential | 0.823 | 5.54 | 4.71 |
| combinational | 0.832 | 1.71 | 0.876 |
| clock | 1.76 | 4.25 | 2.49 |
## synthesized netlist by cell type (all sizes together) (6+ instances only)
master and count:
a22oi 499, nand2b 11, and3 6, mux2i 48, nand3 86, nor3 41, o22ai 30, xor2 6
a221oi 178, and2 8, a22o 176, or3b 6, dfrtp 1021, clkbuf 187, o31ai 43, a21oi 79
inv 8, buf 247, a31oi 10, mux2 1031, a211oi 6, nand4 139, nor2 159, o21ai 34
a32oi 12, nor4 43, nand2 138, nand3b 10, nor2b 17
## cell usage in the layout, fill, tap and decap left out, types with 7 or more instances in the layout
master | netlist | routed
clkbuf_1 | 187 | 21
nand4_1 | 139 | 139
nor2_1 | 138 | 83
nand2_1 | 137 | 124
nand3_1 | 86 | 82
mux2_2 | 1002 | 1002
clkbuf_16 | 0 | 113
inv_1 | 8 | 7
buf_2 | 163 | 9
inv_6 | 0 | 7
clkinvlp_4 | 0 | 9
diode_2 | 0 | 15
nor3_1 | 41 | 37
o31ai_1 | 43 | 43
clkbuf_8 | 0 | 27
a22oi_1 | 499 | 499
nand2b_1 | 11 | 11
mux2i_1 | 48 | 48
and2_1 | 8 | 8
a221oi_1 | 178 | 178
nand3b_1 | 9 | 9
nor2_4 | 5 | 73
nand2_2 | 1 | 13
buf_12 | 0 | 8
a21oi_1 | 79 | 79
mux2_1 | 29 | 29
buf_4 | 30 | 235
a31oi_1 | 10 | 10
o22ai_1 | 30 | 30
o21ai_0 | 31 | 31
dfrtp_1 | 1021 | 1021
clkinv_2 | 0 | 16
a32oi_1 | 12 | 12
nor2b_1 | 17 | 17
nor4_1 | 43 | 43
clkdlybuf4s50_1 | 0 | 104
bufinv_16 | 0 | 13
a22o_1 | 176 | 176
## worst max-delay path by stage
stage	startpoint	endpoint	slack, ns	depth (start not counted)
after CTS	Read_Reg_Num_1[3]	Read_Data_1[5]	1.95	10
after global routing	Read_Reg_Num_1[3]	Read_Data_1[5]	1.69	10
final	Read_Reg_Num_1[3]	Read_Data_1[5]	1.60	10
No activity file was given, so power comes from the tool's default toggle rates.
